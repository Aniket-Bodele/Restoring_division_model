[config.mk]
export PLATFORM = sky130hd
export DESIGN_NAME = Controller
export DESIGN_NICKNAME = Controller
export VERILOG_FILES = /design/flow/design.v
export SDC_FILE = /design/flow/constraint.sdc
export NUM_CORES = 4
export LEC_CHECK = 1
export CORE_AREA = 10 10 70 70
export DIE_AREA = 0 0 80 80
[constraint.sdc]
current_design Controller

set clk_period 1.3
set clk_io_pct 0.2

create_clock -name clk0 -period $clk_period [get_ports {clk}]

set non_clock_inputs [all_inputs -no_clocks]
set_input_delay [expr $clk_period * $clk_io_pct] -clock clk0 $non_clock_inputs
set_output_delay [expr $clk_period * $clk_io_pct] -clock clk0 [all_outputs]
[design.v]
`timescale 1ns/1ps
module Division_restoring (ldm,ldq,ldaq_1,ldaq_2,clra,sfta,sftq,eqz,ldent,clk,aluout_1,aluout_2,data_in,decr);
input ldm,ldq,clra,sfta,sftq,clk,ldent,decr;
input ldaq_1,ldaq_2;
parameter N=3;
input [N-1:0] data_in;
output eqz;
output aluout_1,aluout_2;
wire [N-1:0] A,M,Z,Q,X;
wire [N-1:0] count;
assign eqz= ~|count;
shiftreg1 Ac (A,Z,X,sfta,clra,ldaq_1,ldaq_2,Q[N-1],clk);
shiftreg2 Qc (Q,data_in,ldq,sftq,ldaq_1,ldaq_2,clk);
PIPO Mul (M,data_in,ldm,clk);
ALU Sub (Z,A,M,aluout_1,aluout_2,X);
Counter c (count,decr,ldent,clk);
endmodule
module shiftreg1 (out,in,in2,sft,clr,ldaq_1,ldaq_2,s_in,clk);
input s_in,clk,clr,sft;
parameter N=3;
input ldaq_1,ldaq_2;
input [N-1:0] in,in2;
output reg [N-1:0] out;
always @(posedge clk)
begin
if(sft) out<={out[N-2:0],s_in};
else if(clr) out<=0;
else if(ldaq_1 && !ldaq_2) out<=in;
else if(ldaq_2 && !ldaq_1) out<=in2;
end
endmodule
module shiftreg2 (out,in,ld,sft,ldaq_1,ldaq_2,clk);
input ld,clk,sft;
parameter N=3;
input ldaq_1,ldaq_2;
input [N-1:0] in;
output reg [N-1:0] out;
always @(posedge clk)
begin
    if(sft) out<={out[N-2:0],1'b0};
    else if(ldaq_1) out<={out[N-1:1],1'b1};
    else if(ldaq_2) out<={out[N-1:1],1'b0};
    else if(ld) out<=in;
end
endmodule
module PIPO (out,in,ld,clk);
input ld,clk;
parameter N=3;
input [N-1:0] in;
output reg [N-1:0] out;
always @(posedge clk)
if(ld) out<=in;
endmodule
module ALU (out,in1,in2,aluout_1,aluout_2,X);
output reg aluout_1,aluout_2;
parameter N=3;
input [N-1:0] in1,in2;
output reg [N-1:0]out,X;
always @(*)
begin
    out=in1-in2;
    X=in1;
    if(in1>=in2) begin aluout_1<=1'b1;aluout_2<=1'b0;end 
    else if(in1<in2) begin aluout_2<=1'b1; aluout_1<=1'b0; end 
end
endmodule
module Counter (data_out,decr,ldent,clk);
    input decr,clk,ldent;
    parameter N=3;
    output reg [N-1:0] data_out;
    always @(posedge clk)
    begin
        if(ldent) data_out<=N;
        else if(decr) data_out<=data_out-1;
    end
endmodule
module Controller (ldm,ldq,ldaq_1,ldaq_2,clra,sfta,sftq,eqz,ldent,clk,aluout_1,aluout_2,decr,start,done);
input clk, start,eqz;
input aluout_1,aluout_2;
output reg ldm,ldq,clra,sfta,sftq,ldent,decr,done;
output reg ldaq_1,ldaq_2;
reg [2:0] state;
parameter s0=3'b000, s1=3'b001,s2=3'b010,s3=3'b011,s4=3'b100,s5= 3'b101,s6=3'b110,s7=3'b111;
always @(posedge clk)
begin
    case (state)
        s0: if(start) state<=s1;
        s1:state<=s2;
        s2:state<=s3;
        s3:if(aluout_1==1'b1 && aluout_2==1'b0) state<=s4;
           else if(aluout_2==1'b1 && aluout_1==1'b0)state<=s5;
        s4:state<=s6;
        s5:state<=s6;
        s6:#2 if(!eqz) state<=s2;
              else state<=s7;
        s7:state<=s7;
        default: state<=s0;
    endcase
end
always @(state)
begin
    case (state)
        s0: begin
            ldm=0;ldq=0;clra=0;sfta=0;sftq=0;ldent=0;decr=0;done=0;
        end
        s1:begin
            ldm=0;ldq=1;clra=1;sfta=0;sftq=0;ldent=1;decr=0;done=0;
        end
        s2:begin
            ldm=1;ldq=0;sfta=1;sftq=1;ldaq_1=1'b0;ldaq_2=1'b0;ldent=0;decr=0;done=0;clra=0;
        end
        s3:begin
            ldm=0;ldq=0;sfta=0;ldaq_1=1'b0;ldaq_2=1'b0;sftq=0;ldent=0;decr=0;done=0;clra=0;
        end
        s4:begin
            ldm=0;ldq=0;ldaq_1=1'b1;ldaq_2=1'b0;sfta=0;sftq=0;ldent=0;decr=0;done=0;clra=0;
        end
        s5:begin
            ldm=0;ldq=0;sfta=0;ldaq_1=1'b0;ldaq_2=1'b1;sftq=0;ldent=0;decr=0;done=0;clra=0;
        end
        s6: begin ldm=0;ldq=0;sfta=0;sftq=0;ldent=0;decr=1;done=0;ldaq_1=1'b0;ldaq_2=1'b0;
        end
        s7:done=1;
        default:begin
            clra=0;sfta=0;ldq=0;sftq=0;
        end  
    endcase
end
endmodule
[run.sh]
#!/bin/bash
# OpenROAD 26Q1-2900-gdf79404cd8, Yosys 0.63+post, stock flow scripts
make -C /OpenROAD-flow-scripts/flow DESIGN_CONFIG=/design/flow/config.mk WORK_HOME=/design/flow/orfs finish
==> results.txt <==
Register pins left without a clock - 4
Setup skew after layout - 0.00332 ns
Ao+oa area frac - 0.0511
Synth warnings - 1
Initial antenna violation count - 0
Critical path arrival - 1.23 ns
RSZ-0062 raised after global routing - false
Worst r2r dst - state[5]
H-tree depth - 1
Pin count of the biggest net entering global routing - 6
Log Warnings - 27
First-pass GRT wire length - 876 µm
Yosys adder share - 0.0851
CP max stage cell - clkdlybuf4s50_1
XOR/XNOR Fraction of Synth Area - 0
Fin. Hold Viols - 0
Die area - 0.00640 mm²
Max frequency - 911 MHz
Antenna Diode Count - 0
Fraction of registers with async set/reset - 0
Post-synth EDFFs - 0
Area share, top type - 0.409
VDD IR max - 0.000216 V
Layout cells sized above 1 - 0.135
Delay-heaviest family, CP - buffers and inverters
Rows - 21
Leak - 0.224 nW
Drt total wl - 575 µm
WP buf/inv - 2
Chip Area, Yosys - 294 µm²
Worst hold path class - reg -> reg
Buffers added on ports - 10
Critical Path Source Type - input port
Vias/cell - 2.25
Status - finished clean
Max incr delay on CP - 0.49 ns
Area grow syn2layout - 54.9%
Post-route ant nets - 0
Clk pin slew, worst setup/hold paths - 0.04 ns
MUX share of area - 0
Via count - 187
Initial DRC count - 1
CORE AREA - 0.00342 mm²
First-pass DRT Iterations - 3
Gpl congestion - 0.723
Utilization after layout - 0.133
Min-delay src - state[0]
Reg-to-reg startpoint - state[5]
Pint - 0.299 mW
Dominant combinational family - buffers and inverters
Seq pwr share - 0.498
Chip height - 80 µm
Endpoints left unconstrained - 10
Clock group share of total power - 0.459
Root buf cell - clkbuf_4
Crit. End Element - flop
Switch share - 0.194
Basic Gates by Area - 0.0851
Ports - 15
Area leader, netlist - dfxtp_1
GRT overflow - 0
Worst R2R Path Depth - 2
Crit path max fanout - 2
Starting Density - 0.0861
Reg-to-reg slack, setup - 0.61 ns
Cell total in the yosys stat output - 26
Mean post-synth cell area - 11.3 µm²
Minimum clock period - 1.10 ns
Distinct cells, synth - 10
Most common cell in the netlist - dfxtp_1
Largest buffer count on any clock path - 2
Max Slew Vio Count - 0
MaxCap Viol Count - 0
Final Setup Violations - 0
Synthesized cell area - 294 µm²
Top cells by count - dfxtp_1 (6), buf_4 (5), dlxtn_1 (4)
DR DRC count - 0
Synthesized instance count - 26
Crit path cell chain - clkdlybuf4s50_1 > inv_1 > ha_1 > a21o_1
Cycle use final - 0.845
Post-synth top flop - dfxtp_1
Hold Path End - state[2]
CTS buffer count - 3
Cell area power density - 815 mW/mm²
DP HPWL - 476 µm
Top area cell types - dfxtp_1 (41%), dlxtn_1 (20%), buf_4 (13%)
Combinational power share - 0.044
Clk latency late pin - 0.25 ns
WL/cell - 6.93 µm
Die W - 80 µm
Worst Setup Path Type - in -> reg
Number of global-route vias before repair - 198
Hold depth - 1
Total GRT Usage - 0.0188
Psw - 0.0720 mW
Worst hold slack - 0.448 ns
CTS tree - yes
CP required - 1.44 ns
#FFs+latches synth - 10
[metrics by stage]
step	power [mW]	setup WS [ns]	setup TNS (ns)	instance area (µm²)	std cells
after floorplan	0.198	0.493	0	302	28
after global placement	0.203	-0.0228	-0.0228	422	79
after detailed placement	0.204	-0.0436	-0.0436	422	79
after CTS	0.377	0.00974	0	453	83
after global routing	0.393	0.167	0	455	83
final	0.371	0.202	0	455	83
[cells by family after synthesis]
kind of cell,after synthesis
buf+inv,7
flops,6
simple gates,4
latches,4
compound gates,2
fa+ha+maj,2
other cells,1
[power groups by stage]
stage     Clock [mW]  Sequential [mW]  Combinational, mW
5_1_grt        0.191            0.184             0.0186
4_1_cts        0.176            0.185             0.0168
6_report       0.170            0.185             0.0162
[layout by cell type (no fill, tap or decap)]
cell type | Yosys | routed
dfxtp_2 | 0 | 1
a21o_1 | 2 | 2
ha_1 | 2 | 2
dlxtn_1 | 4 | 4
clkbuf_4 | 0 | 3
conb_1 | 1 | 3
dfxtp_1 | 6 | 5
buf_4 | 5 | 1
nor2b_1 | 1 | 1
or2_1 | 1 | 1
inv_1 | 2 | 2
clkdlybuf4s50_1 | 0 | 9
dlymetal6s2s_1 | 0 | 1
and2_1 | 2 | 2
[worst register-to-register path: stages (launching register included)]
cell and delay (ns):
dfxtp_2 0.31, buf_4 0.13, a21o_1 0.14
[cell type report]
class | instances | area [µm²]
Tap cell | 46 | 57.6
Fill cell | 391 | 2960
Multi-Input combinational cell | 11 | 76.3
Inverter | 2 | 7.51
Sequential cell | 10 | 181
Clock buffer | 3 | 22.5
Timing Repair Buffer | 11 | 110
[how the worst max path moves through the flow]
stage / start / to / cells past startpoint
after CTS: state[5] / done / 1
after global routing: aluout_1 / state[4] / 4
final: aluout_1 / state[4] / 4
[routing by layer]
metal	part of all wire	up-vias	global-route usage
met5	0	-	0
met4	0	0	0.00352
met3	0.35	0	0.0307
met2	0.32	15	0.0225
met1	0.33	80	0.0161
li1	-	92	-
[timing repair]
action                                  CTS  global route
pin swaps                                 0             0
gates resized                             1             1
endpoints found under the hold margin     0             0
endpoints found under the setup margin    1             1
setup buffers                             1             0
hold buffers                              0             0
[registers in the layout, indices dropped and copies added, names as in the netlist]
| register | flops |
|---|---|
| decr | 1 |
| state | 6 |
| ldaq_2 | 1 |
| ldm | 1 |
| ldaq_1 | 1 |
No activity file was given, so power comes from the tool's default toggle rates.
